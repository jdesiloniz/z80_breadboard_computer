<file path="config.mk">
export PLATFORM = sky130hd
export DESIGN_NAME = wb_mem_adapter
export DESIGN_NICKNAME = wb_mem_adapter
export VERILOG_FILES = /design/flow/design.v
export SDC_FILE = /design/flow/constraint.sdc
export NUM_CORES = 4
export LEC_CHECK = 1
export CORE_UTILIZATION = 30
</file>
<file path="constraint.sdc">
current_design wb_mem_adapter

set clk_period 4.6
set clk_io_pct 0.2

create_clock -name clk0 -period $clk_period [get_ports {i_clk}]

set non_clock_inputs [all_inputs -no_clocks]
set_input_delay [expr $clk_period * $clk_io_pct] -clock clk0 $non_clock_inputs
set_output_delay [expr $clk_period * $clk_io_pct] -clock clk0 [all_outputs]
</file>
<file path="design.v">
`default_nettype none
module wb_mem_adapter
#(
    parameter CPU_DATA_WIDTH = 8,
    parameter CPU_ADDR_WIDTH = 16,
    parameter ROM_ADDR_WIDTH = 14,
    parameter RAM_ADDR_WIDTH = 15,
    parameter ROM_ADDR_LIMIT = 16'h4000,
    parameter RAM_ADDR_LIMIT = 16'hA000,
    parameter UART_STATUS_ADDR = 16'hA000,
    parameter UART_ACCESS_ADDR = 16'hA001,
    parameter LED_ADDR = 16'hA002
)(
    input   wire                            i_reset_n,
    input   wire                            i_clk,
    input   wire                            i_wb_cyc,
    input   wire                            i_wb_stb,
    input   wire                            i_wb_we,
    input   wire    [CPU_ADDR_WIDTH-1:0]    i_wb_addr,
    input   wire    [CPU_DATA_WIDTH-1:0]    i_wb_data,
    output  reg                             o_wb_ack,
    output  reg                             o_wb_stall,
    output  reg     [CPU_DATA_WIDTH-1:0]    o_wb_data = ROM_DATA_ZERO,
    output  reg     [ROM_ADDR_WIDTH-1:0]    o_rom_addr,
    output  reg                             o_rom_stb,
    input   wire    [CPU_DATA_WIDTH-1:0]    i_rom_data,
    output  reg     [RAM_ADDR_WIDTH-1:0]    o_ram_addr,
    output  reg                             o_ram_stb,
    output  reg                             o_ram_wr,
    input   wire    [CPU_DATA_WIDTH-1:0]    i_ram_data,
    output  reg     [CPU_DATA_WIDTH-1:0]    o_ram_data,
    output  reg                             o_wb_rx_stb,
    output  reg                             o_wb_rx_cyc,
    input   wire    [CPU_DATA_WIDTH-1:0]    i_wb_rx_data,
    input   wire                            i_wb_rx_stall,
    input   wire                            i_wb_rx_ack,
    input   wire                            rx_empty,
    output  reg                             o_wb_tx_stb,
    output  reg                             o_wb_tx_cyc,
    output  reg     [CPU_DATA_WIDTH-1:0]    o_wb_tx_data,
    input   wire                            i_wb_tx_ack,
    input   wire                            i_wb_tx_stall,
    output  reg                             o_completed_op_led
);
    localparam ROM_DATA_ZERO = {CPU_DATA_WIDTH{1'b0}};
    reg                             request_rom_data;
    reg                             request_ram_data;
    reg                             request_uart_data_rx;
    reg                             request_uart_data_tx;
    reg                             request_switch_op_led;
    reg                             output_rom_data;
    reg                             output_ram_data;
    reg                             output_uart_data;
    reg                             output_uart_status;
    reg                             output_led_switch;
    always @(posedge i_clk) begin
        if (output_uart_status) begin
            o_wb_data <= reg_uart_status;
        end else if (output_uart_data) begin
            o_wb_data <= i_wb_rx_data;
        end else if (output_rom_data) begin
            o_wb_data <= i_rom_data;
        end else if (output_ram_data) begin
            o_wb_data <= i_ram_data;
        end
        o_wb_ack <= output_ram_data||output_rom_data||output_uart_data||output_uart_status||output_led_switch;
    end
    reg registered_led_value;
    always @(posedge i_clk) begin
        if (!i_reset_n) begin
            registered_led_value <= 1'b0;
        end else begin
            registered_led_value <= (request_switch_op_led) ? i_wb_data[0] : registered_led_value;
        end
    end
    always @(*) begin
        o_completed_op_led = registered_led_value;
    end
    always @(posedge i_clk) begin
        o_rom_stb       <= request_rom_data;    
        o_ram_stb       <= request_ram_data;
        o_ram_wr        <= request_ram_data && i_wb_we;
        o_ram_data      <= i_wb_data;
        o_wb_rx_cyc     <= request_uart_data_rx||transition_submit_result_uart_rx;
        o_wb_rx_stb     <= request_uart_data_rx;
        o_wb_tx_cyc     <= request_uart_data_tx||transition_submit_result_uart_tx;
        o_wb_tx_stb     <= request_uart_data_tx;
        o_wb_tx_data    <= i_wb_data;
    end
    reg [CPU_ADDR_WIDTH-1:0] tmp_ram_addr;
    always @(*) begin
        tmp_ram_addr    = i_wb_addr - ROM_ADDR_LIMIT;
    end
    always @(posedge i_clk) begin
        o_rom_addr      <= i_wb_addr[ROM_ADDR_WIDTH-1:0];        
        o_ram_addr      <= tmp_ram_addr[RAM_ADDR_WIDTH-1:0];
    end
    reg [CPU_DATA_WIDTH-1:0] reg_uart_status;
    localparam UART_STATUS_REG_GAP = CPU_DATA_WIDTH - 2;
    always @(*) begin
        reg_uart_status = {{UART_STATUS_REG_GAP{1'b0}}, i_wb_tx_stall, rx_empty};
    end
    localparam STATE_IDLE                       = 3'd0;
    localparam STATE_WAITING_FOR_ROM            = 3'd1;
    localparam STATE_WAITING_FOR_RAM            = 3'd2;
    localparam STATE_WAITING_FOR_UART_RX        = 3'd3;
    localparam STATE_WAITING_FOR_UART_TX        = 3'd4;
    localparam STATE_WAITING_FOR_UART_STATUS    = 3'd5;
    localparam STATE_WAITING_FOR_LED_SWITCH     = 3'd6;
    reg     [2:0]   state = STATE_IDLE;
    reg transition_wait_for_ram;        
    reg transition_wait_for_rom;        
    reg transition_wait_for_uart_rx;
    reg transition_wait_for_uart_tx;
    reg transition_wait_for_uart_status;
    reg transition_wait_for_led_switch;
    reg transition_submit_result_rom;
    reg transition_submit_result_ram;
    reg transition_submit_result_uart_rx;
    reg transition_submit_result_uart_tx;
    reg transition_submit_result_uart_status;    
    reg transition_submit_result_led_switch;     
    reg received_request;
    reg received_request_ram;
    reg received_request_rom;
    reg received_request_uart_tx;
    reg received_request_uart_rx;
    reg received_request_uart_status_read;
    reg received_request_led_switch;
    reg is_rom_request;
    reg is_ram_request;
    always @(*) begin
        received_request                            = i_wb_stb && i_wb_cyc && !o_wb_stall;
        is_rom_request                              = i_wb_addr < ROM_ADDR_LIMIT;
        is_ram_request                              = i_wb_addr >= ROM_ADDR_LIMIT && i_wb_addr < RAM_ADDR_LIMIT;
        received_request_rom                        = received_request && is_rom_request;
        received_request_ram                        = received_request && is_ram_request;
        received_request_uart_tx                    = received_request && i_wb_addr == UART_ACCESS_ADDR && i_wb_we;
        received_request_uart_rx                    = received_request && i_wb_addr == UART_ACCESS_ADDR && !i_wb_we;
        received_request_uart_status_read           = received_request && i_wb_addr == UART_STATUS_ADDR && !i_wb_we;
        received_request_led_switch                 = received_request && i_wb_addr == LED_ADDR && i_wb_we;
        if (!i_reset_n) begin
            transition_wait_for_rom                 = 1'b0;
            transition_wait_for_ram                 = 1'b0;
            transition_wait_for_uart_rx             = 1'b0;
            transition_wait_for_uart_tx             = 1'b0;
            transition_wait_for_uart_status         = 1'b0;
            transition_wait_for_led_switch          = 1'b0;
            transition_submit_result_rom            = 1'b0;
            transition_submit_result_ram            = 1'b0;
            transition_submit_result_uart_rx        = 1'b0;
            transition_submit_result_uart_tx        = 1'b0;
            transition_submit_result_uart_status    = 1'b0;
            transition_submit_result_led_switch     = 1'b0;
        end else begin
            transition_wait_for_rom                 = state == STATE_IDLE && i_reset_n && received_request_rom;
            transition_wait_for_ram                 = state == STATE_IDLE && i_reset_n && received_request_ram;
            transition_wait_for_uart_rx             = state == STATE_IDLE && i_reset_n && received_request_uart_rx;
            transition_wait_for_uart_tx             = state == STATE_IDLE && i_reset_n && received_request_uart_tx;
            transition_wait_for_uart_status         = state == STATE_IDLE && i_reset_n && received_request_uart_status_read;
            transition_wait_for_led_switch          = state == STATE_IDLE && i_reset_n && received_request_led_switch;
            transition_submit_result_rom            = state == STATE_WAITING_FOR_ROM && i_reset_n;
            transition_submit_result_ram            = state == STATE_WAITING_FOR_RAM && i_reset_n;
            transition_submit_result_uart_rx        = state == STATE_WAITING_FOR_UART_RX && i_reset_n;
            transition_submit_result_uart_tx        = state == STATE_WAITING_FOR_UART_TX && i_reset_n;
            transition_submit_result_uart_status    = state == STATE_WAITING_FOR_UART_STATUS && i_reset_n;
            transition_submit_result_led_switch     = state == STATE_WAITING_FOR_LED_SWITCH && i_reset_n;
        end        
    end
    always @(posedge i_clk) begin
        if (!i_reset_n||state > STATE_WAITING_FOR_LED_SWITCH) begin
            state <= STATE_IDLE;
        end else begin
            if (transition_wait_for_rom) begin
                state <= STATE_WAITING_FOR_ROM;
            end else if (transition_wait_for_ram) begin
                state <= STATE_WAITING_FOR_RAM;
            end else if (transition_wait_for_uart_rx) begin
                state <= STATE_WAITING_FOR_UART_RX;
            end else if (transition_wait_for_uart_tx) begin
                state <= STATE_WAITING_FOR_UART_TX;
            end else if (transition_wait_for_uart_status) begin
                state <= STATE_WAITING_FOR_UART_STATUS;
            end else if (transition_wait_for_led_switch) begin
                state <= STATE_WAITING_FOR_LED_SWITCH;
            end else if (transition_submit_result_rom) begin
                state <= STATE_IDLE;
            end else if (transition_submit_result_ram) begin
                state <= STATE_IDLE;
            end else if (transition_submit_result_uart_rx) begin
                state <= STATE_IDLE;
            end else if (transition_submit_result_uart_tx) begin
                state <= STATE_IDLE;
            end else if (transition_submit_result_uart_status) begin
                state <= STATE_IDLE;
            end else if (transition_submit_result_led_switch) begin
                state <= STATE_IDLE;
            end
        end
    end
    always @(*) begin
        request_rom_data            = transition_wait_for_rom;
        request_ram_data            = transition_wait_for_ram;
        request_uart_data_rx        = transition_wait_for_uart_rx;
        request_uart_data_tx        = transition_wait_for_uart_tx;
        request_switch_op_led       = transition_wait_for_led_switch;
        output_rom_data             = transition_submit_result_rom;
        output_ram_data             = transition_submit_result_ram;
        output_uart_data            = transition_submit_result_uart_rx;
        output_uart_status          = transition_submit_result_uart_status;
        output_led_switch           = transition_submit_result_led_switch;
    end
    always @(*) begin
        o_wb_stall = 1'b0;  
    end
endmodule
</file>
<file path="run.sh">
#!/bin/bash
# OpenROAD 26Q1-2900-gdf79404cd8, Yosys 0.63+post, stock flow scripts
make -C /OpenROAD-flow-scripts/flow DESIGN_CONFIG=/design/flow/config.mk WORK_HOME=/design/flow/orfs finish
</file>
==> results.json <==
{
  "place_congestion": 0.7661,
  "yosys-stat-cells": 148,
  "cp-end-kind": "flop",
  "setup_repair_after_global_routing_missed_its_margin": "false",
  "fin_skew_ps": 2.380,
  "top_area_frac": 0.5227,
  "core_region_area_mm2": 0.004880,
  "synth_area_per_cell_um2": 10.61,
  "power.static_leakage_nw": 1.027,
  "synth-seq-area-share": 0.5610,
  "dpl-instance-area_mm2": 0.002628,
  "clock-root-buffer": "sky130_fd_sc_hd__clkbuf_8",
  "synth_cell_types": 34,
  "postCtsSetupRepairBufs": 0,
  "synthesis.area_mm2": 0.001570,
  "timing.setup.tns_ps": 0,
  "fmax_mhz": 423.3,
  "setup.worst_path.start_class": "input pin",
  "register_area_um2": 880.8,
  "setup_viol": 0,
  "worstPathArrival_ps": 2550,
  "synthCells": 148,
  "placement_rows": 25,
  "finalWirelength_um": 3820,
  "die_height_um": 74.35,
  "report.final.hold_viol_count": 0,
  "combined_global_route_utilization_of_all_metal_layers": 0.1409,
  "log.warning_count": 28,
  "drt_first_iter_violations": 42,
  "synth-main-ff-cell": "sky130_fd_sc_hd__dfxtp_1",
  "vias_per_cell": 4.343,
  "cts_hold_repair.buffers": 0,
  "asr_flop_ratio_synth": 0,
  "layout_cell_area_excl_fill_mm2": 0.002709,
  "synthTopCellsByArea": "sky130_fd_sc_hd__dfxtp_1 (52%), sky130_fd_sc_hd__buf_4 (11%), sky130_fd_sc_hd__mux2_2 (5.7%), sky130_fd_sc_hd__edfxtp_1 (3.8%), sky130_fd_sc_hd__a22oi_1 (2.9%)",
  "antenna_cells": 0,
  "die_area_mm2": 0.005527,
  "path_class": "in -> reg",
  "timing.max_slew.rel_slack": 0.6113,
  "hpwl_after_detailed_placement_um": 2983,
  "library_cell_occupying_the_most_area_in_the_post_synthesis_netlist": "sky130_fd_sc_hd__dfxtp_1",
  "floorplan.die.width_um": 74.35,
  "number_of_clock_buffers_inserted_by_tritoncts": 5,
  "drt_first_pass_iters": 4,
  "synth_dominant_cell_count": "sky130_fd_sc_hd__dfxtp_1",
  "area_growth_from_synthesis_to_layout_pct": 72.51,
  "routedWlPerCell_um": 12.24,
  "enable_flop_cells": 2,
  "final_max_slew_violation_tally": 0,
  "final_min_period_over_clock_period": 0.5136,
  "final.fill_count": 465,
  "remaining_drc_errors": 0,
  "clk_pin_slew_ps": 70,
  "layout.core_utilization": 0.5551,
  "routed_via_count": 1355,
  "fraction_of_final_layout_cells_with_drive_strength_greater_than_1": 0.05714,
  "htreeDepth": 2,
  "io_pins": 121,
  "worst_hold_path_type": "reg -> reg",
  "grt_pass1_vias": 1302,
  "period_minus_slack_ps": 2363,
  "synthesis.yosys.warnings": 1,
  "cts.path.max_buffers": 2,
  "clock_sink_count": 43,
  "fp_util": 0.3218,
  "worst_ir_drop_vdd_v": 0.0001133,
  "synth.ff_latch_count": 43,
  "globalRoute.totalOverflow": 0,
  "outcome": "complete, no violations",
  "place.port_buffers": 116,
  "p_per_area_mw_per_mm2": 286.0,
  "grt_first_pass_wirelength_um": 5940,
  "max_capacitance_violation_count": 0,
  "cts_tree": "yes",
  "clock.latency.late_pin_ps": 280,
  "critical_path.max_fanout": 5,
  "timing_worst_slew_pin_value_ps": 582.2,
  "timing.critical_path.required_ps": 4790,
  "ys_area_mm2": 0.001570,
  "multiInputGateArea_um2": 486.7,
  "post_cts.resized_instances": 0,
  "number_of_antenna_violations_at_the_first_check_in_global_routing": 0,
  "detail-route-antenna-nets": 0,
  "largest_net_degree_at_the_start_of_global_routing": 17,
  "synth.cells.most_frequent": "sky130_fd_sc_hd__dfxtp_1 (41), sky130_fd_sc_hd__buf_4 (23), sky130_fd_sc_hd__nand2_1 (9)"
}
## registers in the layout, indices dropped and copies added (netlist names)
signal / cells
o_ram_wr: 1
o_wb_data: 8
o_ram_addr: 6
o_wb_ack: 1
o_ram_stb: 1
o_wb_rx_cyc: 1
o_wb_rx_stb: 1
registered_led_value: 1
o_rom_stb: 1
o_wb_tx_stb: 1
state: 3
o_ram_data: 8
o_rom_addr: 9
o_wb_tx_cyc: 1
## cell type report
class / instances / area share
Timing Repair Buffer: 116 / 0.4286
Clock inverter: 1 / 0.001848
Sequential cell: 43 / 0.3252
Clock buffer: 7 / 0.02818
Inverter: 4 / 0.005543
Tap cell: 67 / 0.03095
Multi-Input combinational cell: 74 / 0.1797
## logic make-up (layout without fill, tap and decap cells)
logic type | count (synthesis) | count (layout) | synth area share
DFF | 43 | 43 | 0.5610
and+or+nand+nor | 37 | 37 | 0.1339
buffers and inverters | 31 | 128 | 0.1291
AOI/OAI and AO/OA | 26 | 26 | 0.1044
muxes | 9 | 9 | 0.06375
other | 1 | 1 | 0.002388
xor gates and xnor gates | 1 | 1 | 0.005579
## where the power goes
group | total [W] | internal, W | switching [W] | leakage [nW]
registers | 0.000415 | 0.000402 | 0.0000133 | 0.359
clock network | 0.000223 | 0.000107 | 0.000116 | 0.0422
logic | 0.000137 | 0.000110 | 0.0000273 | 0.626
total | 0.000775 | 0.000618 | 0.000157 | 1.03
## per-layer routing
metal / vias up / routed length, µm / GRT usage
li1: 682 / - / -
met3: 5 / 406 / 0.04533
met2: 68 / 1768 / 0.2263
met5: - / 0 / 0
met4: 0 / 63 / 0.02096
met1: 600 / 1581 / 0.1953
## per-stage QoR
step	total power, W	worst slack, ps	hold slack, ps	std cells
global route	0.0008204	2118	484.0	312
CTS	0.0007871	2246	452.9	312
global placement	0.0005608	1965	432.8	304
finish	0.0007746	2237	452.2	312
detailed placement	0.0005620	1951	442.4	304
floorplan	0.0004526	2651	401.4	148
## critical path: stages
cell and delay [ps]:
sky130_fd_sc_hd__clkdlybuf4s50_1 420, sky130_fd_sc_hd__nor4_1 380, sky130_fd_sc_hd__nand4_1 230, sky130_fd_sc_hd__or2_1 320
sky130_fd_sc_hd__o32ai_1 280
## path summary, 6_finish.rpt
check                from  slack (ps)  depth (start not counted)      endpoint
min reg2reg  o_wb_data[7]         450                          2  o_wb_data[7]
min          o_wb_data[7]         450                          2  o_wb_data[7]
max          i_wb_addr[3]        2240                          5   o_wb_tx_cyc
max reg2reg      state[0]        2630                          3  o_wb_data[0]
## cells in the final DEF (no fill, tap or decap), types with 3 or more instances in the layout
| cell type | count |
|---|---|
| sky130_fd_sc_hd__clkdlybuf4s50_1 | 116 |
| sky130_fd_sc_hd__dfxtp_1 | 41 |
| sky130_fd_sc_hd__nand2_1 | 9 |
| sky130_fd_sc_hd__mux2_2 | 8 |
| sky130_fd_sc_hd__nor2_1 | 8 |
| sky130_fd_sc_hd__o21ai_1 | 7 |
| sky130_fd_sc_hd__a22oi_1 | 6 |
| sky130_fd_sc_hd__clkbuf_8 | 5 |
| sky130_fd_sc_hd__inv_1 | 4 |
| sky130_fd_sc_hd__a21oi_1 | 3 |
| sky130_fd_sc_hd__nor3b_1 | 3 |
Power figures rest on the tool's default switching activity, not on a simulated workload.
